==> /design/flow/design.v <==
module ButtonStateDetect(clk,reset, button, state);
    input wire clk, button, reset;
    output reg [1:0] state;
    parameter MAX = 50_000_000;
    reg preButton;
    reg [29:0] counter;
    reg [29:0] subCounter;
    always @ (posedge clk) begin
        if (reset == 0) begin
            preButton   <= 1;
            counter     <= 1;
            subCounter  <= 1;
            state       <= 0;
        end
        else begin 
            preButton <= button;
            state <= 0;
            if (preButton == 1 && button == 0) counter <= 1;
            if (preButton == 0 && button == 0) begin
                if (counter < MAX) counter <= counter + 1;
                else begin
                    if (subCounter < MAX/10 ) subCounter <= subCounter + 1;
                    else begin
                        subCounter <= 1;
                        state <= 1;
                    end
                end
            end
            if (preButton == 0 && button == 1) begin
                if (counter > MAX/2) state <= 2;
                else if (counter > MAX/2000) state <= 1;
            end
        end
    end
endmodule
==> /design/flow/run.sh <==
#!/bin/bash
# OpenROAD 26Q1-2900-gdf79404cd8, Yosys 0.63+post, stock flow scripts
make -C /OpenROAD-flow-scripts/flow DESIGN_CONFIG=/design/flow/config.mk WORK_HOME=/design/flow/orfs finish
==> /design/flow/config.mk <==
export PLATFORM = sky130hd
export DESIGN_NAME = ButtonStateDetect
export DESIGN_NICKNAME = ButtonStateDetect
export VERILOG_FILES = /design/flow/design.v
export SDC_FILE = /design/flow/constraint.sdc
export NUM_CORES = 4
export LEC_CHECK = 1
export CORE_UTILIZATION = 40
==> /design/flow/constraint.sdc <==
current_design ButtonStateDetect

set clk_period 4.1
set clk_io_pct 0.2

create_clock -name clk0 -period $clk_period [get_ports {clk}]

set non_clock_inputs [all_inputs -no_clocks]
set_input_delay [expr $clk_period * $clk_io_pct] -clock clk0 $non_clock_inputs
set_output_delay [expr $clk_period * $clk_io_pct] -clock clk0 [all_outputs]
==> Slide: Implementation Results <==
Flow Results at a Glance

Synthesis
  – Registers, synthesis: 63
  – Mapped cell area: 3460 um2
  – Count of cell types in the netlist: 51
  – Basic Gates by Area: 30.4%
  – Top logic family: simple AND/OR/NAND/NOR gates
  – Yosys cell count: 416
  – Yosys adder share: 1.09%
  – Asr flop ratio synth: 0%
  – Post-Synthesis Cells: 416
  – Seq share, synth: 36.5%
  – AO/OA Area Share: 23.9%
  – Multiplexer share: 2.03%
  – EDFF count, synth: 0
  – Avg Inst Size Synth: 8.31 um2
  – Synth Flop Type: dfxtp_1
  – Synth Warn #: 1
  – Yosys Chip Area: 3460 um2
  – XOR/XNOR Area Share: 1.01%

Route
  – Wire length on met3: 446 um
  – Antenna cell count: 0
  – Vias/cell: 6.17
  – DR pass1 iterations: 4
  – Drt total wl: 8.52 mm
  – Met2 WL: 3.86 mm
  – Metal-1 WL: 4.06 mm
  – Vias: 3201
  – DRC viols: 0
  – Wire per inst: 16.4 um
  – Initial drt markers: 161
  – DRT antenna net count: 0
  – Max layer used: met4

Die
  – Die Y: 95.0 um
  – Core Util at FP: 41.7%
  – Chip area: 9020 um2
  – FP Rows: 33
  – Die span in x: 95.0 um
  – Num ports: 5
  – Core ar.: 8300 um2

Placed design
  – Gpl congestion: 0.878
  – Hpwl dp: 5.79 mm
  – Cell Area, Placed: 3550 um2
  – Dpl ws: 0.865 ns
  – IO Port Bufs: 4

GRT
  – Global-route wire length before repair: 14.2 mm
  – Total track usage: 20.6%
  – Initial antenna violation count: 0
  – Total gr overflow: 0
  – Largest net degree at the start of global routing: 32
  – Vias in the first global route: 2909

Min path
  – Hold Path Class: register to register

Timing
  – Clock Skews: 0.00877 ns
  – Worst slew pin tran: 0.907 ns
  – Final worst slack: 1.20 ns
  – Final period util: 70.8%
  – Max Fclk: 344 MHz
  – Slew Limit Fails: 0
  – Final TNS setup: 0 ns
  – Tmin final: 2.90 ns
  – RSZ-0062 raised after global routing: no
  – Final Hold Fails: 0
  – Final setup violation count: 0
  – Slew margin rel.: 39.4%

Worst setup path
  – CP max FO: 16
  – CP Launch Type: primary input
  – CP endpoint kind: register
  – Crit Path Class: primary input to register
  – Critical Path RT: 4.36 ns
  – Crit path DAT: 3.17 ns

Run
  – Max Cap Viol: 0
  – OpenROAD warnings: 26

Clocking
  – H-tree depth: 3
  – Clock slew at reported path FFs: 0.07 ns
  – CTS max path bufs: 2
  – CTS Root Cell: clkbuf_8
  – Worst skew pair latency: 0.34 ns
  – Post-CTS setup buffer count: 0
  – CTS tree: done
  – Post-cts resize count: 0
  – Post-CTS Hold Fix Bufs: 0
  – Clock tree sinks: 63
  – Num CTS Buffers: 9

Final layout
  – Final Cell Area: 3720 um2
  – Fillers: 829
  – Area Overhead vs Synth: 7.75%
  – Share of layout cells above drive strength 1: 6.28%

Power and ir drop
  – Worst vdd ir: 0.000170 V
  – Total power: 1.17 mW
  – Pwr per Cell Area: 314 nW/um2
  – Lkg Pwr: 1.18 nW

Status
  – Status: finished clean
-- layout make-up --
class	instances	area, um2	share of cell area (%)
multi-input cells	312	2020	54.4
flip-flops and latches	63	1260	33.9
well taps	105	131	3.53
clock buffers	10	128	3.43
repair buffers	8	70.1	1.88
inverters	16	60.1	1.61
clock inverters	5	50.0	1.34
-- registers in the layout, summed over array words and instances (netlist names) --
| name | count |
|---|---|
| counter | 30 |
| subCounter | 30 |
| state | 2 |
| preButton | 1 |
-- critical path: stages --
cell and delay (ns):
clkdlybuf4s50_1 0.54, nor2_1 0.41, o2111a_1 0.30, a21o_1 0.52, nand2_1 0.27, o31ai_1 0.29
-- cell usage after synthesis (all sizes together), types with 5 or more instances --
library cell | instances | area, um2
dfxtp | 63 | 1260
nand2 | 41 | 154
a211oi | 21 | 158
nand4 | 21 | 131
nand3 | 20 | 100
nor3 | 19 | 106
or4 | 17 | 131
inv | 16 | 60.1
o21ai | 16 | 80.1
a21oi | 15 | 78.8
buf | 14 | 73.8
o31ai | 14 | 105
nor4 | 12 | 81.3
or3 | 12 | 75.1
and3 | 11 | 68.8
clkbuf | 11 | 41.3
nand2b | 11 | 68.8
nor2 | 11 | 41.3
a31oi | 8 | 50.1
mux2i | 7 | 70.1
o211ai | 7 | 62.6
and4 | 5 | 43.8
-- layout by cell type, fill, tap and decap left out, drive strengths merged, types with 5 or more instances in the layout --
cell type,instances
nor2,11
clkbuf,10
a211oi,21
mux2i,7
inv,16
and4,5
and3,11
o211ai,7
or4,17
nor3,19
a31oi,8
o31ai,14
or3,12
a21oi,15
nor4,12
dfxtp,63
nand2b,11
nand4,21
nand2,41
nand3,20
o21ai,16
-- stage by stage --
| stage | util (%) | instances | hold WS, ns |
|---|---|---|---|
| after floorplan | - | 416 | 0.465 |
| after CTS | 44.9 | 519 | 0.494 |
| after global routing | 44.9 | 519 | 0.514 |
| after detailed placement | 42.7 | 504 | 0.484 |
| final | 44.9 | 519 | 0.489 |
| after global placement | 42.7 | 504 | 0.482 |
-- power by group --
group | total (mW) | switching [mW] | leakage [nW] | internal, mW
Clock | 0.510 | 0.236 | 0.0957 | 0.273
Combinational | 0.0430 | 0.0331 | 0.581 | 0.00988
Sequential | 0.616 | 0.00266 | 0.508 | 0.613
-- metal layers --
metal / up-vias / track usage, %
met3: 14 / 3.68
li1: 1618 / -
met1: 1489 / 30.5
met4: 0 / 4.04
met2: 80 / 32.2
met5: - / 0
-- path summary, 6_finish.rpt --
check / cells past startpoint / end / from / slack [ns]
setup / recovery: 6 / counter[25] / button / 1.20
hold / removal: 1 / counter[29] / counter[29] / 0.49
setup reg to reg: 6 / subCounter[0] / counter[28] / 1.44
hold reg to reg: 1 / counter[29] / counter[29] / 0.49
-- kinds of logic (layout without fill, tap and decap cells) --
family	after synthesis	count (layout)
AOI/OAI and AO/OA	111	111
DFF	63	63
adders and majority gates	3	3
muxes	7	7
xor gates and xnor gates	4	4
and+or+nand+nor	187	187
buffers and inverters	41	39
Power is estimated from default activity; no workload was simulated.
