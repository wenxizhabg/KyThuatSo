File: config.mk
export PLATFORM = sky130hd
export DESIGN_NAME = TimeCounter
export DESIGN_NICKNAME = TimeCounter
export VERILOG_FILES = /design/flow/design.v
export SDC_FILE = /design/flow/constraint.sdc
export NUM_CORES = 4
export LEC_CHECK = 1
export CORE_UTILIZATION = 40
File: run.sh
#!/bin/bash
# OpenROAD 26Q1-2900-gdf79404cd8, Yosys 0.63+post, stock flow scripts
make -C /OpenROAD-flow-scripts/flow DESIGN_CONFIG=/design/flow/config.mk WORK_HOME=/design/flow/orfs finish
File: design.v
module TimeCounter(clk, reset, buttonState, h1, h0, m1, m0, mode);
    input wire clk, reset;
    input wire [1:0] buttonState;
    output reg [3:0] h1, h0, m1, m0;
    output reg [1:0] mode;
    parameter MAX = 50_000_000;
    reg [25:0] counter;
    reg [5:0] second;
    always @(posedge clk) begin
        if (reset == 0) begin
            h1 <= 0; h0 <= 0;
            m1 <= 0; m0 <= 0;
            second <= 0;
            counter <= 1;
            mode <= 0;
        end
        else case (mode)
            0: begin
                if (buttonState == 2) mode <= 1;
                if (counter < MAX) counter <= counter + 1;
                else begin
                    counter <= 1;
                    if (second < 59) second <= second + 1;
                    else begin
                        second <= 0;
                        if (m0 < 9) m0 <= m0 + 1;
                        else begin 
                            m0 <= 0;
                            if (m1 < 5) m1 <= m1 + 1;
                            else begin
                                m1 <= 0;
                                if (h1 == 2 && h0 == 3) begin
                                    h1 <= 0;
                                    h0 <= 0;
                                end 
                                else begin
                                    if (h0 < 9) h0 <= h0 + 1;
                                    else begin
                                        h0 <= 0;
                                        h1 <= h1 + 1;
                                    end
                                end
                            end
                        end
                    end
                end
            end
            1: begin
                if (buttonState == 2) mode <= 2;
                if (buttonState == 1) begin
                    if (m0 < 9) m0 <= m0 + 1;
                    else begin
                        m0 <= 0;
                        if (m1 < 5) m1 <= m1 + 1;
                        else m1 <= 0; 
                    end
                end
            end
            2'd2: begin
                if (buttonState == 2) begin
                    second <= 0;
                    mode <= 0;
                end
                if (buttonState == 1) begin
                    if (h1 == 2 && h0 == 3) begin
                        h1 <= 0;
                        h0 <= 0;
                    end 
                    else begin
                        if (h0 < 9) h0 <= h0 + 1;
                        else begin
                            h0 <= 0;
                            h1 <= h1 + 1;
                        end
                    end
                end
            end
        endcase
    end
endmodule
File: constraint.sdc
current_design TimeCounter

set clk_period 2.7
set clk_io_pct 0.2

create_clock -name clk0 -period $clk_period [get_ports {clk}]

set non_clock_inputs [all_inputs -no_clocks]
set_input_delay [expr $clk_period * $clk_io_pct] -clock clk0 $non_clock_inputs
set_output_delay [expr $clk_period * $clk_io_pct] -clock clk0 [all_outputs]
==> results.py <==
# Auto-generated metrics
metrics = {
    "route": {
        "drtIter0Drc": 121,
        "drc_errors": 0,
        "postRouteAntennaNets": 0,
        "wirelength_mm": 5.99,
        "num_antenna_cells": 0,
        "firstDrtPassIters": 10,
        "dr_total_vias": 2478,
        "via_per_inst": 5.57,
        "routedWlPerCell_um": 13.5,
    },
    "synthesis": {
        "synthCells": 343,
        "flop_cell": "dfxtp_1",
        "yosysWarnings": 1,
        "synth_area_per_cell_um2": 7.98,
        "synth_area_um2": 2740,
        "synth_stat.cells": 343,
        "synthArstFlopShare_pct": 0,
        "yosys_area_um2": 2740,
        "ys.flops": 50,
        "synth-edff-count": 0,
        "synth_cell_types": 48,
        "ys_seq_share_pct": 36.6,
    },
    "global_routing": {
        "first_global_vias": 2229,
        "gr-total-overflow": 0,
        "grt_max_degree": 27,
        "grt_usage_pct": 17.8,
        "grt_pass1_wl_mm": 10.5,
        "grt_antenna_before_repair": 0,
    },
    "clocking": {
        "htreeDepth": 2,
        "postCtsHoldBufs": 0,
        "cts_sinks": 50,
        "worstSkewPairLatency_ns": 0.30,
        "numCtsBuffers": 5,
        "cts_tree": "built",
        "cts_resized": 0,
        "cts_setup_buffers": 0,
        "clockBufferDepth": 2,
        "cts-root-buf": "clkbuf_8",
        "clk_pin_slew_ns": 0.09,
    },
    "timing": {
        "slew_headroom_pct": 51.1,
        "worstMarginPinSlew_ns": 0.726,
        "fmax_ghz": 0.435,
        "skew_ns": 0.00565,
        "rsz0062_at_grt": "false",
        "drv_slew": 0,
        "setup_viol": 0,
        "finalSetupTns_ns": 0,
        "min_period_ns": 2.30,
        "finalWorstSetupSlack_ns": 0.399,
        "hold_viol": 0,
        "period_used_pct": 85.2,
    },
    "finish": {
        "lay_top_cells": "dfxtp_1 (50), nand2_1 (40), nand3_1 (36), inv_1 (24), o21ai_0 (23)",
        "layout.cells.most_common": "dfxtp_1",
        "final_layout_size_suffix_gt1_share_pct": 6.52,
        "area_delta_synth_final_pct": 15.5,
        "nFillCells": 583,
    },
    "critical_path": {
        "criticalPathCategory": "register to register",
        "worstPathArrival_ns": 2.54,
        "r2r_end": "h1[1]$_SDFFE_PN0P_",
        "required_ns": 2.93,
        "r2r_setup_slack_ns": 0.40,
        "cp-end-kind": "register",
        "reg2reg_depth": 7,
        "reg2reg_from": "mode[0]$_SDFFE_PN0P_",
        "cp_max_fo": 13,
        "setup.worst_path.start": "mode[0]$_SDFFE_PN0P_",
        "cp-start-kind": "register",
    },
    "floorplanning": {
        "fp-utilization_pct": 42.1,
        "ios": 22,
        "die_height_um": 84.7,
        "chipArea_um2": 7180,
        "core_area_um2": 6490,
        "die_w_um": 84.7,
        "core.rowCount": 29,
    },
    "placement": {
        "dp_slack_ns": 0.435,
        "portBuffers": 21,
        "place.gp.congestion": 0.821,
        "hpwl_mm": 4.12,
    },
    "pwr": {
        "leakagePower_nw": 1.11,
        "switchingPower_mw": 0.361,
        "seqPwrFrac_pct": 53.7,
        "combPwrFrac_pct": 10.6,
        "internal-power_mw": 1.07,
        "sw_frac_of_total_pct": 25.3,
        "vdd_drop_max_uv": 239,
        "pwr-share-clk_pct": 35.8,
        "power.density_nw_per_um2": 452,
    },
    "job": {
        "warning_count": 31,
        "cap_viol_max_count": 0,
    },
    "outcome": {
        "outcome": "completed",
    },
    "hold_path": {
        "whs_path_depth": 1,
        "hold_class": "register to register",
        "worstHoldEndpoint": "second[5]$_SDFFE_PN0P_",
        "hp-start": "second[5]$_SDFFE_PN0P_",
    },
}
## cell usage after synthesis (3+ instances only)
cell type,count,area share [%]
or3_1,14,3.2
nor2b_1,4,0.91
o41ai_1,3,0.96
nand2b_1,3,0.69
ha_1,13,5.9
o311ai_0,4,1.3
clkbuf_1,8,1.1
nor3_1,4,0.73
nand3_1,36,6.6
and3_1,5,1.1
and4_1,5,1.6
a21oi_1,18,3.3
nor2_1,18,2.5
inv_1,24,3.3
o31ai_1,5,1.4
o211ai_1,6,1.6
buf_2,3,0.55
nand4_1,11,2.5
dfxtp_1,50,37
nand2_1,40,5.5
o21ai_0,23,4.2
mux2i_1,8,2.9
o21a_1,4,1.1
## per-layer routing
layer	routed length [um]	vias to the layer above	track usage, %	part of all wire (%)
met3	180	5	2.59	3.0
met1	3280	1132	29.4	55
met4	42	0	1.54	0.70
li1	-	1303	-	-
met2	2480	38	26.5	41
met5	0	-	0	0
## area by class of cell
class                      count  area, um2  area share [%]
multi-input combinational    257       1600            50.5
inverter                      25       93.8            2.97
clock buffer                   8        110            3.48
sequential                    50       1000            31.7
timing repair buffer          28        263            8.31
tap                           77       96.3            3.05
## registers in the layout (all words and copies together) (netlist names)
name / flops
counter: 26
h0: 4
h1: 4
m0: 4
m1: 4
mode: 2
second: 6
## power by group through the flow
stage     Combinational, mW  Sequential (mW)  Clock [mW]
4_1_cts               0.151            0.766       0.528
5_1_grt               0.170            0.769       0.554
6_report              0.151            0.767       0.511
## per-stage QoR
stage                     util [%]  area [um2]  power [mW]  hold WS, ns  std cells
after floorplan                  -        2740       0.885        0.440        343
after global placement        47.0        3050       0.932        0.451        437
final                         48.7        3160        1.43        0.473        445
after global routing          48.7        3160        1.49        0.505        445
after detailed placement      47.0        3050       0.933        0.456        437
after CTS                     48.7        3160        1.45        0.478        445
## worst max-delay path: stages (launching register included)
cell      delay [ns]
dfxtp_1         0.35
inv_1           0.09
ha_1            0.35
inv_1           0.17
a221o_2         0.39
o211ai_2        0.46
nand2b_1        0.24
mux2i_1         0.19
## logic make-up (layout without fill, tap and decap cells)
group,Yosys count,after routing,share of synthesized area (%)
xor+xnor,4,4,1.28
compound gates,82,82,19.8
buf+inv,36,61,5.07
flops,50,50,36.6
simple gates,150,150,28.4
fa+ha+maj,13,13,5.94
mux,8,8,2.93
## worst max path at each step
stage,depth (start not counted),end
global route,7,h1[0]$_SDFFE_PN0P_
CTS,7,h1[1]$_SDFFE_PN0P_
finish,7,h1[1]$_SDFFE_PN0P_
Power figures rest on the tool's default switching activity, not on a simulated workload.
